[design.v]
module    Reset_Delay(iCLK,oRESET, DONE, DATOS);
input        iCLK;
input DONE;
output reg    oRESET;
input [719:0] DATOS;
reg [719:0] shift_DATA;
reg [19:0]Cont = 0;
always@(posedge iCLK)
begin
    if(Cont!=20'hFFFFF)    
    begin
        Cont    =    Cont+1;
        oRESET    =    1'b0;
    end
    else begin
	 oRESET    =    1'b1;
	 end
	 if(DONE==1 && shift_DATA!=DATOS) Cont = 0;
	 shift_DATA = DATOS;
end
endmodule
[config.mk]
export PLATFORM = sky130hd
export DESIGN_NAME = Reset_Delay
export DESIGN_NICKNAME = Reset_Delay
export VERILOG_FILES = /design/flow/design.v
export SDC_FILE = /design/flow/constraint.sdc
export NUM_CORES = 4
export LEC_CHECK = 1
export CORE_AREA = 10 10 431 431
export DIE_AREA = 0 0 441 441
[constraint.sdc]
current_design Reset_Delay

set clk_period 5.2
set clk_io_pct 0.2

create_clock -name clk0 -period $clk_period [get_ports {iCLK}]

set non_clock_inputs [all_inputs -no_clocks]
set_input_delay [expr $clk_period * $clk_io_pct] -clock clk0 $non_clock_inputs
set_output_delay [expr $clk_period * $clk_io_pct] -clock clk0 [all_outputs]
[run.sh]
#!/bin/bash
# OpenROAD 26Q1-2900-gdf79404cd8, Yosys 0.63+post, stock flow scripts
make -C /OpenROAD-flow-scripts/flow DESIGN_CONFIG=/design/flow/config.mk WORK_HOME=/design/flow/orfs finish
==> results_slide.txt <==
Key Metrics from the Run

CTS
  • CTS Sinks: 741
  • CTS Buffer Depth: 3
  • CTS tree: done
  • Clock transition at path regs: 0.06 ns
  • Max H-tree Level: 3
  • Cts repair resizes: 0
  • Post-CTS setup buffers: 0
  • Post-CTS Hold Fix Bufs: 0
  • Clk root buf: clkbuf_16
  • Number of buffers created by CTS: around 90
  • Worst-Skew Late Latency: 0.70 ns

Yosys
  • Flops after synth: roughly 740
  • Post-synth EDFFs: 0
  • Synth warnings: 1
  • YS chip area: 23200 um2
  • Yosys Instances: 1815
  • Register area share after synthesis: 0.638
  • Area leader, netlist: dfxtp_1
  • Cell area leaders: dfxtp_1 (64%), xnor2_1 (15%), xor2_1 (12%)
  • Share of synthesized registers carrying an async set or reset: 0
  • Avg Cell Area, Syn: approximately 13 um2
  • Synthesized cell area: about 23000 um2
  • Top cell area share: 0.638
  • Main synth FF type: dfxtp_1
  • Distinct lib cells: 37
  • Cell count after synthesis: 1815

Floorplan
  • FP Core Util: 0.132
  • Die width: 441 um
  • Die Ht: 441 um
  • IO Count: 723
  • Placement Rows: 154
  • Core area: 176000 um2
  • Die area: 194000 um2

Worst setup path
  • Flop2flop setup slack: 1.49 ns
  • Arrival @ worst endpoint: about 4.8 ns
  • Worst Path Buf+Inv: 2
  • Crit path max fanout: 20
  • Critical Path Slowest Stage Cell: nor4_1
  • Cells on worst reg2reg path: 9
  • Worst path max stage delay: 0.96 ns
  • Reg-to-reg endpoint: Cont[4]
  • CP required: 5.83 ns
  • Critical path type: primary input to register
  • Most common cell type on the critical path: nand4_1
  • CP Cell Sequence: clkdlybuf4s50_1 > xnor2_1 > o221ai_1 > nor4_1 > nand4_1 > nor4b_1 > buf_4 > nand4_1 > o31a_1 > nor3_2
  • Worst path top cell family by delay: simple AND/OR/NAND/NOR gates
  • R2R Path Start: shift_DATA[203]
  • Critical path capture point type: register
  • Crit path launch type: primary input

Global route
  • GR Util All Layers: 0.0934
  • Vias in the first global route: ~16k
  • Largest net degree at the start of global routing: 21
  • First-pass GRT wire length: 124000 um
  • GR Overflow Total: 0
  • Antenna violations before repair: 30

Pwr
  • Pwr dens: roughly 390 nW/um2
  • Worst ir drop on vdd: 0.000236 V
  • LEAKAGE: about 13 nW
  • Pwr Total: 14.2 mW

Cells and area
  • Flop area: 14800 um2
  • Fill count: 18.8k
  • Layout cells sized above 1: 0.0690
  • Logic area: approximately 8400 um2
  • Fin cells: 5075
  • Area Overhead vs Synth: 58.4%

Min path
  • Hold wc startpoint: Cont[14]
  • Hold Crit Depth: 2
  • WHS Endpoint: oRESET
  • Min-delay worst type: register to register

STA
  • Setup TNS Final: 0 ns
  • Slew margin rel.: 0.188
  • Slew Viols, Final: 0
  • Final setup fails: 0
  • Cycle use final: 0.810
  • Min Tclk post-route: roughly 4.2 ns
  • RSZ-0062 raised after global routing: no
  • Worst-Margin Slew: around 1.2 ns
  • F_max: 0.238 GHz
  • Clk_skew: between 0.03 and 0.04 ns
  • Final hold violation count: 0

Drt
  • Router iterations before antenna repair: 6
  • Drt first-iter violations: 575
  • Routed len/inst: 18.4 um
  • Routed WL: between 90000 and 100000 um
  • Via-per-instance ratio: 3.05
  • # DRC: 0
  • Via count: 15.5k
  • DRT antenna net count: 0

Run
  • Log Warnings: 25
  • Max-cap violations: 0

Place
  • # port buffers: 722
  • Post-DP HPWL: 79400 um
  • Placed insts: ~4.9k
  • Gpl congestion: between 0.9 and 1

Outcome
  • Outcome: completed
## layout by cell type, fill, tap and decap left out, types with 5 or more instances in the layout
| master | count |
|---|---|
| xnor2_1 | 408 |
| and3_1 | 9 |
| buf_4 | 23 |
| nor4_1 | 104 |
| nand4_1 | 125 |
| inv_6 | 5 |
| xor2_1 | 309 |
| nor2_1 | 30 |
| bufinv_16 | 10 |
| diode_2 | 11 |
| inv_1 | 16 |
| clkinv_2 | 14 |
| dfxtp_1 | 741 |
| clkbuf_1 | 10 |
| clkinvlp_4 | 5 |
| clkdlybuf4s50_1 | 722 |
| nand3_1 | 9 |
| clkbuf_8 | 21 |
| clkbuf_16 | 90 |
| nand2_1 | 13 |
## how the worst max path moves through the flow
stage	startpoint	end	slack, ns	cells after the start
4_1_cts	DATOS[37]	Cont[4]	0.70	10
5_1_grt	DATOS[37]	Cont[14]	0.63	10
6_report	DATOS[203]	Cont[4]	0.99	10
## where the power goes
part,internal [mW],switching [mW]
registers,5.98,0.120
logic,0.817,0.504
clock network,4.04,2.72
total,10.8,3.35
## cell usage after synthesis (3+ instances only)
cell type    n
a22o_1       3
and3_1       9
and4_1       3
dfxtp_1    741
inv_1       16
nand2_1     13
nand2b_1     4
nand3_1      9
nand4_1    125
nor2_1      30
nor2b_1      4
nor4_1     108
o21ai_0      4
o22ai_1      3
xnor2_1    408
xor2_1     309
## cell type report
| class | instances | share of cell area |
|---|---|---|
| clock inverters | 47 | 0.0176 |
| inverters | 16 | 0.00163 |
| flip-flops and latches | 741 | 0.403 |
| diodes | 11 | 0.000747 |
| clock buffers | 121 | 0.0700 |
| well taps | 2340 | 0.0795 |
| repair buffers | 745 | 0.201 |
| multi-input cells | 1054 | 0.227 |
## tightest hold or removal path: cells and delay by family, from the launching register on
family,cells,cell delay [ns]
and+or+nand+nor,2,0.13
DFF,1,0.33
## state kept, by name, indices dropped and copies added, names as in the netlist
| name | flops |
|---|---|
| Cont | 20 |
| shift_DATA | 720 |
| oRESET | 1 |
## metal layers
layer / global-route usage / wire length (um) / vias to the layer above
met5: 0 / 65 / -
met4: 0.0191 / 2350 / 10
met3: 0.0253 / 5240 / 154
met2: 0.175 / 51800 / 399
met1: 0.105 / 33900 / 7117
li1: - / - / 7794
## metrics by stage
stage / setup slack, ns / instance area (um2) / utilization / hold WS (ns)
2_1_floorplan: 2.34 / 23200 / - / 0.451
3_3_place_gp: -0.767 / 33600 / 0.191 / 0.501
3_5_place_dp: -0.103 / 33600 / 0.191 / 0.496
4_1_cts: 0.695 / 36800 / 0.209 / 0.504
5_1_grt: 0.628 / 36800 / 0.209 / 0.523
6_report: 0.990 / 36800 / 0.209 / 0.511
## logic make-up after synthesis
| family | count (synthesis) | synth area share |
|---|---|---|
| compound gates | 22 | 0.00727 |
| xor+xnor | 717 | 0.270 |
| fa+ha+maj | 1 | 0.000538 |
| buf+inv | 20 | 0.00361 |
| flops | 741 | 0.638 |
| mux | 2 | 0.000861 |
| simple gates | 312 | 0.0794 |
No activity file was given, so power comes from the tool's default toggle rates.
