## flow/config.mk

```make
export PLATFORM = sky130hd
export DESIGN_NAME = LCD_TEXT
export DESIGN_NICKNAME = LCD_TEXT
export VERILOG_FILES = /design/flow/design.v
export SDC_FILE = /design/flow/constraint.sdc
export NUM_CORES = 4
export LEC_CHECK = 1
export CORE_AREA = 10 10 286 286
export DIE_AREA = 0 0 296 296
```

## flow/design.v

```verilog
module LCD_Controller ( 
                        iDATA,iRS,
                        iStart,oDone,
                        iCLK,iRST_N,
                        LCD_DATA,
                        LCD_RW,
                        LCD_EN,
                        LCD_RS);
parameter CLK_Divide = 1;
input [7:0] iDATA;
input       iRS,iStart;
input       iCLK,iRST_N;
output reg  oDone;
output [7:0] LCD_DATA;
output reg   LCD_EN;
output       LCD_RW;
output       LCD_RS;
reg [4:0]    Cont;
reg [1:0]    ST;
reg preStart,mStart;
assign LCD_DATA= iDATA;
assign LCD_RW= 1'b0;
assign LCD_RS= iRS;
always@(posedge iCLK or negedge iRST_N)
begin
    if(!iRST_N)
    begin
        oDone   = 1'b0;
        LCD_EN  = 1'b0;
        preStart= 1'b0;
        mStart  = 1'b0;
        Cont    = 0;
        ST      = 0;
    end
    else
    begin
        preStart <= iStart;
        if({preStart,iStart}==2'b01)   
        begin
            mStart   =    1'b1;
            oDone    =    1'b0;
        end
        if(mStart)   
        begin
            case(ST)
            0:    ST = 1;  
            1:    begin
                    LCD_EN = 1'b1;
                    ST     = 2;
                end
            2:    begin                   
                    if(Cont<CLK_Divide)
                    Cont  = Cont+1;
                    else
                    ST    = 3;
                end
            3:    begin
                    LCD_EN  =    1'b0;
                    mStart  =    1'b0;
                    oDone   =    1'b1;
                    Cont    =    0;
                    ST      =    0;
                end
            endcase
        end
    end
end
endmodule
module    LCD_TEXT (  
                    iCLK,iRST_N,
                    LCD_DATA,LCD_RW,LCD_EN,LCD_RS,
						  DATOS, DONE);
input [719:0]DATOS;
input  iCLK,iRST_N;
output [7:0] LCD_DATA;
output LCD_RW,LCD_EN,LCD_RS;
output reg DONE;
reg [6:0]  LUT_INDEX;
reg [8:0]  LUT_DATA;
reg [5:0]  mLCD_ST;
reg [17:0] mDLY;
reg        mLCD_Start;
reg [7:0]  mLCD_DATA;
reg        mLCD_RS;
wire       mLCD_Done;
parameter    LCD_INTIAL  = 0;
parameter    LCD_LINE1   = 5;
parameter    LCD_LINE2   = LCD_LINE1+20;
parameter    LCD_LINE3   = LCD_LINE1+40;
parameter    LCD_LINE4   = LCD_LINE1+60;
parameter    LUT_SIZE    = LCD_LINE1+80;
always@(posedge iCLK or negedge iRST_N)
begin
    if(!iRST_N)
    begin
        LUT_INDEX  = 0;
        mLCD_ST    = 0;
        mDLY       = 0;
        mLCD_Start = 0;
        mLCD_DATA  = 0;
        mLCD_RS    = 0;
		  DONE = 0;
    end
    else
    begin
        if(LUT_INDEX<LUT_SIZE)
        begin
            case(mLCD_ST)
            0:    begin
                    mLCD_DATA  = LUT_DATA[7:0];
                    mLCD_RS    = LUT_DATA[8];
                    mLCD_Start = 1;
                    mLCD_ST    = 1;
                end
            1:    begin
                    if(mLCD_Done)
                    begin
                    mLCD_Start = 0;
                    mLCD_ST    = 2;                   
                    end
                end
            2:    begin
                    if(mDLY < 18'h3FFFE)  
                    mDLY = mDLY+1;
                    else
                    begin
                       mDLY    = 0;
                       mLCD_ST = 3;
                    end
                end
            3:    begin
                    LUT_INDEX  = LUT_INDEX+1;
                    mLCD_ST    = 0;
                end
            endcase
        end
		  else DONE = 1;
    end
end
always
begin
    case(LUT_INDEX)
    LCD_INTIAL+0:    LUT_DATA    =    9'h038;  
    LCD_INTIAL+1:    LUT_DATA    =    9'h00C;  
    LCD_INTIAL+2:    LUT_DATA    =    9'h001;  
    LCD_INTIAL+3:    LUT_DATA    =    9'h006;  
    LCD_INTIAL+4:    LUT_DATA    =    9'h080;  
    LCD_LINE1+0:     LUT_DATA    =    DATOS[8:0];	    
    LCD_LINE1+1:     LUT_DATA    =    DATOS[17:9];   
    LCD_LINE1+2:     LUT_DATA    =    DATOS[26:18];   
    LCD_LINE1+3:     LUT_DATA    =    DATOS[35:27];   
    LCD_LINE1+4:     LUT_DATA    =    DATOS[44:36];   
    LCD_LINE1+5:     LUT_DATA    =    DATOS[53:45];  
    LCD_LINE1+6:     LUT_DATA    =    DATOS[62:54];  
    LCD_LINE1+7:     LUT_DATA    =    DATOS[71:63];   
    LCD_LINE1+8:     LUT_DATA    =    DATOS[80:72];   
    LCD_LINE1+9:     LUT_DATA    =    DATOS[89:81];   
    LCD_LINE1+10:    LUT_DATA    =    DATOS[98:90];  
    LCD_LINE1+11:    LUT_DATA    =    DATOS[109:99];
    LCD_LINE1+12:    LUT_DATA    =    DATOS[116:108];
    LCD_LINE1+13:    LUT_DATA    =    DATOS[125:117];
    LCD_LINE1+14:    LUT_DATA    =    DATOS[134:126];
    LCD_LINE1+15:    LUT_DATA    =    DATOS[143:135];
	 LCD_LINE1+16:    LUT_DATA    =    DATOS[152:144];
	 LCD_LINE1+17:    LUT_DATA    =    DATOS[161:153];
    LCD_LINE1+18:    LUT_DATA    =    DATOS[170:162];
    LCD_LINE1+19:    LUT_DATA    =    DATOS[179:171]; 
    LCD_LINE3+0:     LUT_DATA    =    DATOS[188:180];  
    LCD_LINE3+1:     LUT_DATA    =    DATOS[197:189];  
    LCD_LINE3+2:     LUT_DATA    =    DATOS[206:198];  
    LCD_LINE3+3:     LUT_DATA    =    DATOS[215:207];  
    LCD_LINE3+4:     LUT_DATA    =    DATOS[224:216];  
    LCD_LINE3+5:     LUT_DATA    =    DATOS[233:225];  
    LCD_LINE3+6:     LUT_DATA    =    DATOS[242:234];  
    LCD_LINE3+7:     LUT_DATA    =    DATOS[251:243];  
    LCD_LINE3+8:     LUT_DATA    =    DATOS[260:252];  
    LCD_LINE3+9:    LUT_DATA    =    DATOS[269:261];  
    LCD_LINE3+10:    LUT_DATA    =    DATOS[278:270];  
    LCD_LINE3+11:    LUT_DATA    =    DATOS[287:279];  
    LCD_LINE3+12:    LUT_DATA    =    DATOS[296:288];  
    LCD_LINE3+13:    LUT_DATA    =    DATOS[305:297];  
    LCD_LINE3+14:    LUT_DATA    =    DATOS[314:306];
    LCD_LINE3+15:    LUT_DATA    =    DATOS[323:315];
	 LCD_LINE3+16:    LUT_DATA    =    DATOS[332:324];  
	 LCD_LINE3+17:    LUT_DATA    =    DATOS[341:333];  
    LCD_LINE3+18:    LUT_DATA    =    DATOS[350:342];  
    LCD_LINE3+19:     LUT_DATA    =    DATOS[359:351];  
    LCD_LINE2+0:     LUT_DATA    =    DATOS[368:360];  
    LCD_LINE2+1:     LUT_DATA    =    DATOS[377:369];  
    LCD_LINE2+2:     LUT_DATA    =    DATOS[386:378];  
    LCD_LINE2+3:     LUT_DATA    =    DATOS[395:387];  
    LCD_LINE2+4:     LUT_DATA    =    DATOS[404:396];  
    LCD_LINE2+5:     LUT_DATA    =    DATOS[413:405];  
    LCD_LINE2+6:     LUT_DATA    =    DATOS[422:414];  
    LCD_LINE2+7:     LUT_DATA    =    DATOS[431:423];  
    LCD_LINE2+8:     LUT_DATA    =    DATOS[440:432];  
    LCD_LINE2+9:     LUT_DATA    =    DATOS[449:441];  
    LCD_LINE2+10:    LUT_DATA    =    DATOS[458:450];  
    LCD_LINE2+11:    LUT_DATA    =    DATOS[467:459];  
    LCD_LINE2+12:    LUT_DATA    =    DATOS[476:468];  
    LCD_LINE2+13:    LUT_DATA    =    DATOS[485:477];  
    LCD_LINE2+14:    LUT_DATA    =    DATOS[494:486];
    LCD_LINE2+15:    LUT_DATA    =    DATOS[503:495];
	 LCD_LINE2+16:    LUT_DATA    =    DATOS[512:504];  
	 LCD_LINE2+17:    LUT_DATA    =    DATOS[521:513];  
    LCD_LINE2+18:    LUT_DATA    =    DATOS[530:522];  
    LCD_LINE2+19:    LUT_DATA    =    DATOS[539:531];  
    LCD_LINE4+0:     LUT_DATA    =    DATOS[548:540];  
    LCD_LINE4+1:     LUT_DATA    =    DATOS[557:549];  
    LCD_LINE4+2:     LUT_DATA    =    DATOS[566:558];  
    LCD_LINE4+3:     LUT_DATA    =    DATOS[575:567];  
    LCD_LINE4+4:     LUT_DATA    =    DATOS[584:576];  
    LCD_LINE4+5:     LUT_DATA    =    DATOS[593:585];  
    LCD_LINE4+6:     LUT_DATA    =    DATOS[602:594];  
    LCD_LINE4+7:     LUT_DATA    =    DATOS[611:603];  
    LCD_LINE4+8:     LUT_DATA    =    DATOS[620:612];  
    LCD_LINE4+9:     LUT_DATA    =    DATOS[629:621];  
    LCD_LINE4+10:    LUT_DATA    =    DATOS[638:630];  
    LCD_LINE4+11:    LUT_DATA    =    DATOS[647:639];  
    LCD_LINE4+12:    LUT_DATA    =    DATOS[656:648];  
    LCD_LINE4+13:    LUT_DATA    =    DATOS[665:657];  
    LCD_LINE4+14:    LUT_DATA    =    DATOS[674:666];
    LCD_LINE4+15:    LUT_DATA    =    DATOS[683:675];
	 LCD_LINE4+16:    LUT_DATA    =    DATOS[692:684];  
	 LCD_LINE4+17:    LUT_DATA    =    DATOS[701:693];  
    LCD_LINE4+18:    LUT_DATA    =    DATOS[710:702];  
    LCD_LINE4+19:    LUT_DATA    =    DATOS[719:711];  
    default:         LUT_DATA    =    9'h000;
    endcase
end
LCD_Controller u0 (  
                   .iDATA(mLCD_DATA),
                   .iRS(mLCD_RS),
                   .iStart(mLCD_Start),
                   .oDone(mLCD_Done),
                   .iCLK(iCLK),
                   .iRST_N(iRST_N),
                   .LCD_DATA(LCD_DATA),
                   .LCD_RW(LCD_RW),
                   .LCD_EN(LCD_EN),
                   .LCD_RS(LCD_RS));
endmodule
```

## flow/run.sh

```bash
#!/bin/bash
# OpenROAD 26Q1-2900-gdf79404cd8, Yosys 0.63+post, stock flow scripts
make -C /OpenROAD-flow-scripts/flow DESIGN_CONFIG=/design/flow/config.mk WORK_HOME=/design/flow/orfs finish
```

## flow/constraint.sdc

```tcl
current_design LCD_TEXT

set clk_period 14.2
set clk_io_pct 0.2

create_clock -name clk0 -period $clk_period [get_ports {iCLK}]

set non_clock_inputs [all_inputs -no_clocks]
set_input_delay [expr $clk_period * $clk_io_pct] -clock clk0 $non_clock_inputs
set_output_delay [expr $clk_period * $clk_io_pct] -clock clk0 [all_outputs]
```

==> impl_metrics.tcl <==
# implementation run metrics
set metrics [dict create \
    drv_cap 0 \
    initial_antenna_violation_count 68 \
    reg_to_reg_critical_path_startpoint "LUT_INDEX[5]" \
    cts.hold.buffers_added 0 \
    dp_area_mm2 0.0175 \
    synth.mux.area_fraction 0.0151 \
    report.final.hold_viol_count 0 \
    final_max_slew_viol_count 0 \
    die_height_um 296 \
    power_leakage_nw 7.08 \
    async_flop_share 1.00 \
    numClockSinks 53 \
    relative_contribution_of_the_clock_network_to_total_power 0.276 \
    finalSetupViolCount 0 \
    worstHoldStart "mLCD_Start" \
    final_wirelength_um 133000 \
    top_layer "met5" \
    cts-root-to-sink-buffers 2 \
    rr_worst_depth 9 \
    fin_tns_setup_ps 0 \
    io_pins 734 \
    outcome "finished clean" \
    fin_hold_ws_ps 434 \
    aggregate_global_routing_overflow 0 \
    timing.hold.worst_endpoint "u0.preStart" \
    topCombFamilyByArea "simple AND/OR/NAND/NOR gates" \
    log.warning_count 29 \
    core.rowCount 101 \
    yosys_area_mm2 0.00829 \
    netlist_instances 1119 \
    library_cell_with_the_largest_summed_area_after_synthesis "sky130_fd_sc_hd__dfrtp_1" \
    xor_share 0.0137 \
    post-route-util 0.234 \
    finalWeightedCongestion 0.971 \
    cts_inserted_buffers 5 \
    p_seq_frac 0.297 \
    cts_tree "yes" \
    final.setup_skew_ps 25.6 \
    layout-drive-gt1-share 0.0992 \
    met2_length_um 60300 \
    layout.cell_area.non_filler_mm2 0.0177 \
    final_common_cell "sky130_fd_sc_hd__clkdlybuf4s50_1" \
    drtAntennaViolNets 0 \
    synth_largest_type_area_fraction 0.154 \
    fp.dieW_um 296 \
    timing.hold.worst.class "flip-flop to flip-flop" \
    yosys_register_bits 53 \
    yosys-stat-cells 1119 \
    p_sw_frac 0.226 \
    final.period_utilization 0.395 \
    clkLatencyLatePin_ps 330 \
    ys_sh_simple 0.411 \
    worst_reg2reg_setup_slack_ps 9560 \
    worst_setup_path_start_kind "primary input" \
    switchingPower_mw 0.115 \
    critical_r2r_capture "mLCD_DATA[1]" \
    post_synth_adder_cell_area 0.0106 \
    cts_htree_levels 2 \
    post_synth.cell_area_avg_um2 7.41 \
    post_synth_main_area_contributors "sky130_fd_sc_hd__dfrtp_1 (15%), sky130_fd_sc_hd__and3_1 (14%), sky130_fd_sc_hd__a22oi_1 (12%)" \
    via_count_of_the_first_global_routing_pass 15100 \
    power.density_cell_area_mw_per_mm2 28.7 \
    startpoint "DATOS[139]" \
    comb_power_share 0.427 \
    drt_pass1_iterations 6 \
    detail_routed_net_length_per_standard_cell_um 46.2 \
    leading_register_cell_type_out_of_synthesis "sky130_fd_sc_hd__dfrtp_1" \
    die_area_mm2 0.0876 \
    largest_fanout_of_any_net_on_the_critical_path 1 \
    global_route_wire_length_before_repair_um 165000 \
    detailroute.via_count 14800 \
    design.core.area_mm2 0.0757 \
    post-route-min-period_ps 5610 \
    relSlewSlack 0.0242 \
    count_of_cell_types_in_the_netlist 70 \
    number_of_enable_type_register_cells_in_the_synthesized_netlist 0 \
    power.internal_mw 0.395 \
    drt-met1-wl_um 51600 \
    cts.reportedPaths.clkPinSlew_ps 80 \
    cts-root-buf "sky130_fd_sc_hd__clkbuf_16" \
    min_delay_path_depth 0 \
    post_syn_area_mm2 0.00829 \
    synth-compound-area-share 0.322 \
    detailed_place_hpwl_um 113000 \
    drt-vias-per-instance 5.15 \
    crit_arrival_ps 5760 \
    crit_path_end_kind "flip-flop" \
    seq_area_frac_synth 0.160 \
    io_buffer_count 732 \
    drc 0 \
    initCoreUtil 0.110 \
    design_power_total_mw 0.510 \
    n_fill_cell 8390 \
    max_clock_freq_ghz 0.178 \
    worst_ep_required_time_ps 14350 \
    rsz0062_at_grt "no" \
    most_frequent_logic_cells_in_the_routed_design "sky130_fd_sc_hd__clkdlybuf4s50_1 (731), sky130_fd_sc_hd__and3_1 (192), sky130_fd_sc_hd__a22oi_1 (130), sky130_fd_sc_hd__buf_4 (128), sky130_fd_sc_hd__nand2_1 (64)" \
    grt_max_degree 39 \
    power.ir.vdd_worst_mv 0.0458 \
    cts_setup_buffers 0 \
    max_slew.worst_pin.slew_ps 1430 \
    yosys_warnings 2 \
    groute.usage.overall 0.296 \
    post_cts_resize_count 0 \
    met3WireLength_um 15600 \
    timing_worst_setup_path_type "primary input to flip-flop" \
    area_growth_syn_to_layout_pct 114 \
    initialDrtViolationCount 1483 \
]
## power groups by stage
stage,Sequential [mW],Combinational (mW),Clock [mW]
6_report,0.152,0.217,0.141
5_1_grt,0.152,0.228,0.151
4_1_cts,0.152,0.218,0.145
## layout make-up
| type | count | area [µm²] | area share |
|---|---|---|---|
| Antenna cell | 29 | 72.6 | 0.00409 |
| Clock buffer | 5 | 125 | 0.00705 |
| Clock inverter | 3 | 33.8 | 0.00190 |
| Inverter | 10 | 37.5 | 0.00212 |
| Multi-Input combinational cell | 944 | 6630 | 0.374 |
| Sequential cell | 53 | 1330 | 0.0751 |
| Tap cell | 978 | 1220 | 0.0690 |
| Timing Repair Buffer | 860 | 8280 | 0.467 |
## sequential cells by signal, indices dropped and copies added, names as in the netlist, 2 cells and up, named ones only
register and flops:
mLCD_ST 3, u0.Cont 5, LUT_INDEX 7, mDLY 18, mLCD_DATA 8, u0.ST 2
## cell usage after synthesis, types with 5 or more instances
library cell                number
sky130_fd_sc_hd__a2111oi_0      56
sky130_fd_sc_hd__a21oi_1        15
sky130_fd_sc_hd__a221oi_1        9
sky130_fd_sc_hd__a222oi_1        8
sky130_fd_sc_hd__a22o_1         16
sky130_fd_sc_hd__a22oi_1       130
sky130_fd_sc_hd__a31oi_1        10
sky130_fd_sc_hd__a32o_1          6
sky130_fd_sc_hd__a32oi_1        46
sky130_fd_sc_hd__and2_0         11
sky130_fd_sc_hd__and2_1         26
sky130_fd_sc_hd__and3_1        192
sky130_fd_sc_hd__and4_1          5
sky130_fd_sc_hd__and4b_1         6
sky130_fd_sc_hd__buf_2          11
sky130_fd_sc_hd__buf_6          10
sky130_fd_sc_hd__clkbuf_1       85
sky130_fd_sc_hd__dfrtp_1        51
sky130_fd_sc_hd__ha_1            7
sky130_fd_sc_hd__inv_1          10
sky130_fd_sc_hd__mux2i_1         8
sky130_fd_sc_hd__nand2_1        64
sky130_fd_sc_hd__nand2b_1       11
sky130_fd_sc_hd__nand3_1        51
sky130_fd_sc_hd__nand4_1        53
sky130_fd_sc_hd__nand4b_1        6
sky130_fd_sc_hd__nor2_1         50
sky130_fd_sc_hd__nor2b_1        11
sky130_fd_sc_hd__nor3_1         20
sky130_fd_sc_hd__nor3b_1         6
sky130_fd_sc_hd__nor4_1         20
sky130_fd_sc_hd__nor4bb_1       14
sky130_fd_sc_hd__o21ai_0        18
sky130_fd_sc_hd__xor2_1          9
## cell families (layout without fill, tap and decap cells)
family | Yosys count | in the layout
muxes | 12 | 12
and+or+nand+nor | 574 | 574
xor gates and xnor gates | 13 | 13
DFF | 53 | 53
buffers and inverters | 122 | 878
other | 1 | 30
AOI/OAI and AO/OA | 337 | 337
adders and majority gates | 7 | 7
## through the flow
stage,cells,setup slack (ps)
6_report,2882,8590
5_1_grt,2866,8550
4_1_cts,2853,8560
3_5_place_dp,2845,8200
3_3_place_gp,2845,8290
2_1_floorplan,1119,9810
## worst max path at each step
stage | end | cells past startpoint
after CTS | mLCD_DATA[4] | 6
final | mLCD_DATA[4] | 6
after global routing | mLCD_DATA[4] | 6
## worst max-delay path, stage by stage
cell and delay, ps:
sky130_fd_sc_hd__clkdlybuf4s50_1 400, sky130_fd_sc_hd__and3_1 160, sky130_fd_sc_hd__a2111oi_0 820, sky130_fd_sc_hd__nand4_1 230
sky130_fd_sc_hd__nor4_1 1120, sky130_fd_sc_hd__a31oi_1 190
## per-layer routing
layer	global-route usage	vias to the layer above
li1	-	6132
met1	0.362	7307
met2	0.470	1115
met3	0.118	236
met4	0.0973	46
met5	0	-
Power is estimated from default activity; no workload was simulated.
